===== design.v =====
module Memory (
    input [31:0] pc,
    output reg [31:0] instruction
);
  reg [31:0] memory [0:255];   
    initial begin
			memory[0]  = {3'b000, 1'b0, 5'b00001, 5'b00010, 5'b00011, 13'b0};        
			memory[1]  = {3'b000, 1'b1, 5'b00001, 5'b00010, 18'b0000000000000111};   
			memory[2]  = {3'b001, 1'b0, 5'b00100, 5'b00010, 5'b00011, 13'b0};        
			memory[3]  = {3'b001, 1'b1, 5'b00100, 5'b00010, 18'b0000000000000010};   
			memory[4]  = {3'b010, 1'b0, 5'b00101, 5'b00010, 5'b00011, 13'b0};        
			memory[5]  = {3'b011, 1'b0, 5'b00110, 5'b00010, 5'b00011, 13'b0};        
			memory[6]  = {3'b100, 1'b0, 5'b00111, 5'b00010, 5'b00011, 13'b0};        
			memory[7]  = {3'b101, 1'b1, 5'b01000, 5'b00000, 18'b0000000000100010};   
            memory[8]  = {3'b000, 1'b0, 5'b00101, 5'b00100, 5'b00010, 13'b0};        
			memory[9] = {3'b000, 1'b1, 5'b00101, 5'b00001, 18'b0000000000001001};   
			memory[10] = {3'b001, 1'b0, 5'b00110, 5'b00111, 5'b00000, 13'b0};        
      	    memory[11] = {3'b001, 1'b1, 5'b00110, 5'b00010, 18'b0000000000000001};   
      		memory[12] = {3'b010, 1'b0, 5'b01000, 5'b00101, 5'b00011, 13'b0};        
      		memory[13] = {3'b011, 1'b0, 5'b01001, 5'b00010, 5'b00011, 13'b0};        
      		memory[14] = {3'b100, 1'b0, 5'b01010, 5'b00010, 5'b00100, 13'b0};        
      		memory[15] = {3'b101, 1'b1, 5'b01011, 5'b00001, 18'b0000000000001010};   
    end
    always @(pc) begin
        instruction <= memory[pc >> 2];   
    end
endmodule

===== run.sh =====
#!/bin/bash
# OpenROAD 26Q1-2900-gdf79404cd8, Yosys 0.63+post, stock flow scripts
make -C /OpenROAD-flow-scripts/flow DESIGN_CONFIG=/design/flow/config.mk WORK_HOME=/design/flow/orfs finish

===== config.mk =====
export PLATFORM = sky130hd
export DESIGN_NAME = Memory
export DESIGN_NICKNAME = Memory
export VERILOG_FILES = /design/flow/design.v
export SDC_FILE = /design/flow/constraint.sdc
export NUM_CORES = 4
export LEC_CHECK = 1
export CORE_AREA = 10 10 70 70
export DIE_AREA = 0 0 80 80
export SYNTH_MEMORY_MAX_BITS = 65536

===== constraint.sdc =====
current_design Memory

set clk_period 1.1
set clk_io_pct 0.2

create_clock -name clk0 -period $clk_period

set non_clock_inputs [all_inputs -no_clocks]
set_input_delay [expr $clk_period * $clk_io_pct] -clock clk0 $non_clock_inputs
set_output_delay [expr $clk_period * $clk_io_pct] -clock clk0 [all_outputs]

==> flow_metrics.env <==
# physical design summary
export IMPL_status="complete, but fails checks"
export IMPL_violations="negative setup slack"
export IMPL_p_sw_mw=0.123
export IMPL_slew_viol_final=0
export IMPL_ys_top_logic_family="buffers and inverters"
export IMPL_viasPerCell=3.43
export IMPL_clkbuf_count=0
export IMPL_cp_max_fo=3
export IMPL_slowest_stage="ha_4"
export IMPL_yosysChipArea_um2=412
export IMPL_ys_cells=61
export IMPL_maxCapViolations=0
export IMPL_grt_pass1_vias=526
export IMPL_vias=504
export IMPL_first_pass_iters=4
export IMPL_leakage_nw=0.480
export IMPL_hp_start="pc[4]"
export IMPL_synthAoiAreaFrac_pct=15.8
export IMPL_logic_area_um2=428
export IMPL_antenna_found_initial=0
export IMPL_ys_seq_share_pct=0
export IMPL_timing_fmax_mhz=783
export IMPL_endpoint_kind="output port"
export IMPL_place_gp_congestion=0.704
export IMPL_post_drt_wl_per_cell_um=11.0
export IMPL_rsz0062_at_grt="yes"
export IMPL_num_fill_cells=364
export IMPL_initial_core_util_pct=12.1
export IMPL_pwr_share_comb_pct=100.0
export IMPL_startpoint="pc[2]"
export IMPL_common_cells="14 x buf_4, 6 x nand2_1, 5 x nor2_1"
export IMPL_grt_overflow=0
export IMPL_arrival_ps=1060
export IMPL_seq_power_share_pct=0
export IMPL_grt_max_degree=11
export IMPL_most_common_cell="buf_4"
export IMPL_finalPower_mw=0.331
export IMPL_worst_path_buf_inv=5
export IMPL_p_int_mw=0.209
export IMPL_adder_share_pct=12.2
export IMPL_yosysWarnings=1
export IMPL_crit_path_max_incr_delay_ps=140
export IMPL_core_area_um2=3420
export IMPL_die_h_um=80
export IMPL_holdCritPathClass="in2out"
export IMPL_dieWidth_um=80
export IMPL_start_kind="input port"
export IMPL_port_buffers=23
export IMPL_largest_area_cell="buf_4"
export IMPL_power_density_nw_per_um2=350
export IMPL_vdd_drop_max_mv=0.0771
export IMPL_synth_area_um2=412
export IMPL_warnings=65
export IMPL_route_detailed_drc=0
export IMPL_area_growth_pct=130
export IMPL_final_cell_count_no_fill=147
export IMPL_period_used_pct=116
export IMPL_seq_cells=0
export IMPL_yosys_area_share_simple_pct=27.1
export IMPL_final_setup_tns_ps=-1610
export IMPL_p_sw_share_pct=37.1
export IMPL_dp_cells=135
export IMPL_hpwl_mm=1.11
export IMPL_synthXorXnorAreaFrac_pct=4.26
export IMPL_seqCellArea_um2=0
export IMPL_drt_wl_total_mm=1.62
export IMPL_yosysUniqueCellTypes=25
export IMPL_n_antenna_cell=0
export IMPL_ys_sh_mux_pct=4.86
export IMPL_drt_iter0_markers=14
export IMPL_syn_inst=61
export IMPL_crit_path_frequent_cell="buf_6"
export IMPL_grt_usage_pct=4.71
export IMPL_cp_cell_sequence="buf_8, buf_6, ha_4, buf_4, nand2_4, buf_6, a21boi_1, buf_2"
export IMPL_hold_violations=0
export IMPL_fin_ws_ps=-177
export IMPL_critPathTopFamily="buffers and inverters"
export IMPL_setup_viol=15
export IMPL_die_area_um2=6400
export IMPL_clockPowerShare_pct=0
export IMPL_drtAntennaViolNets=0
export IMPL_avgSynthCellArea_um2=6.75
export IMPL_yosys_top_cells_area="buf_4 26%, ha_1 12%, buf_6 5.5%"
export IMPL_top_cell_area_share_pct=25.5
export IMPL_setup_worst_path_class="in2out"
export IMPL_drive_gt1_share_pct=62.4
export IMPL_period_minus_slack_ps=1280
export IMPL_cp_required_ps=880
export IMPL_rows=21
export IMPL_io_pin_count=64
export IMPL_grt_pass1_wl_mm=2.54
cell type report:
cell class                      instances  share of cell area [%]
Timing Repair Buffer                   45                    46.8
Tap cell                               46                    6.07
Inverter                                3                    1.98
Multi-Input combinational cell         53                    45.1
through the flow:
step | instance area (um2) | utilization [%] | setup slack [ps] | hold slack [ps]
4_1_cts | 903 | 26.4 | -168 | 790
2_1_floorplan | 457 | - | 43.8 | 453
5_1_grt | 948 | 27.8 | -226 | 822
3_3_place_gp | 712 | 20.8 | -987 | 1550
3_5_place_dp | 712 | 20.8 | -985 | 1560
6_report | 948 | 27.8 | -177 | 789
cell usage in the layout (no fill, tap or decap), drive strengths merged:
cell type / Yosys / final
and3: 2 / 2
o21ai: 5 / 5
nor3b: 1 / 1
bufbuf: 0 / 1
a21oi: 2 / 2
clkdlybuf4s15: 0 / 1
xnor2: 1 / 1
inv: 3 / 3
nor2: 5 / 5
and2: 2 / 2
nand2: 6 / 6
mux2i: 2 / 2
o31ai: 1 / 1
nor2b: 1 / 1
o211ai: 1 / 1
conb: 1 / 13
xor2: 1 / 1
clkbuf: 0 / 1
buf: 17 / 42
nand2b: 3 / 3
o21a: 1 / 1
nor3: 1 / 1
a21boi: 1 / 1
ha: 4 / 4
worst min-delay path, cell delays in order:
cell	delay [ps]
buf_8	90
buf_16	120
nor2_1	40
buf_2	100
layer usage:
| layer | up-vias | track usage [%] | share of wire [%] |
|---|---|---|---|
| met5 | - | 0 | 0 |
| met4 | 0 | 0 | 0 |
| met3 | 0 | 0.909 | 6.9 |
| met2 | 19 | 8.27 | 50 |
| met1 | 234 | 6.13 | 43 |
| li1 | 251 | - | - |
cell families (layout without fill, tap and decap cells):
logic type,after synthesis,in the layout
and+or+nand+nor,21,21
buffers and inverters,20,48
AOI/OAI and AO/OA,11,11
adders and majority gates,4,4
xor gates and xnor gates,2,2
muxes,2,2
other,1,13
worst paths after layout:
| kind | endpoint | slack, ps | cells past startpoint |
|---|---|---|---|
| max | instruction[3] | -180 | 8 |
| min | instruction[0] | 790 | 4 |
power by group through the flow:
stage         Combinational [mW]  Clock (mW)  Sequential, mW
CTS                        0.318           0               0
finish                     0.331           0               0
global route               0.365           0               0
what timing repair did:
action                     4_1_cts  5_1_grt
gates cloned                     2        0
resized                        111        9
setup endpoints to repair       19       17
hold buffers                     0        0
setup buffers                    8        2
pin swaps                       15        8
Power is estimated from default activity; no workload was simulated.
