### /design/flow/design.v
module RegisterFile (
    input clk,
    input [4:0] write_addr,
    input [31:0] write_data,
    input write_enable,
    input [4:0] read_addr1,
    input [4:0] read_addr2,
    output reg [31:0] read_data1,
    output reg [31:0] read_data2
);
    reg [31:0] registers [0:31];   
    initial begin
        integer i;
        for (i = 0; i < 32; i = i + 1) begin
          registers[i] = 32'b101;   
        end
    end
    always @(posedge clk) begin
        if (write_enable)
            registers[write_addr] <= write_data;   
    end
    always @(*) begin
        read_data1 = registers[read_addr1];   
        read_data2 = registers[read_addr2];
    end
endmodule
### /design/flow/constraint.sdc
current_design RegisterFile

set clk_period 6.4
set clk_io_pct 0.2

create_clock -name clk0 -period $clk_period [get_ports {clk}]

set non_clock_inputs [all_inputs -no_clocks]
set_input_delay [expr $clk_period * $clk_io_pct] -clock clk0 $non_clock_inputs
set_output_delay [expr $clk_period * $clk_io_pct] -clock clk0 [all_outputs]
### /design/flow/config.mk
export PLATFORM = sky130hd
export DESIGN_NAME = RegisterFile
export DESIGN_NICKNAME = RegisterFile
export VERILOG_FILES = /design/flow/design.v
export SDC_FILE = /design/flow/constraint.sdc
export NUM_CORES = 4
export LEC_CHECK = 1
export CORE_UTILIZATION = 40
### /design/flow/run.sh
#!/bin/bash
# OpenROAD 26Q1-2900-gdf79404cd8, Yosys 0.63+post, stock flow scripts
make -C /OpenROAD-flow-scripts/flow DESIGN_CONFIG=/design/flow/config.mk WORK_HOME=/design/flow/orfs finish
==> job_summary.md <==
## Implementation flow summary

| Metric | Value |
|---|---|
| Post-route cell area | `55930 um^2` |
| Floorplan row count | `127` |
| Final setup violation count | `0` |
| Syn-to-layout area delta | `14.64%` |
| Total number of vias | `30.78k` |
| Setup TNS | `0 ns` |
| First-pass GRT wire length | `213500 um` |
| Max FFs per register | `1024` |
| Worst Hold Depth | `2` |
| Yosys cell count | `3386` |
| Worst hold path endpoint | `registers[26][6]` |
| Initial DRC count | `1944` |
| Core area | `120400 um^2` |
| Largest Register | `registers` |
| Sequential share of power | `0.497` |
| Sw Pwr | `3.416 mW` |
| Ys Warns | `1` |
| Leak | `20.53 nW` |
| Tool warnings | `26` |
| Global-route usage over all layers | `0.2582` |
| Max Clock Freq | `0.1789 GHz` |
| Finished Layout Cells | `5231` |
| Final ANT Viol Nets | `0` |
| Combinational Power Share | `0.093` |
| Vias in the first global route | `31.68k` |
| H-Tree Depth | `3` |
| # clock sinks | `1024` |
| Slew headroom | `0.3334` |
| Int Pwr | `11.66 mW` |
| Library cells used by synthesis | `23` |
| CTS Buf Count | `106` |
| Status | `finished, final reports clean` |
| CP Class | `in -> out` |
| Crit start category | `input port` |
| Max Cap Viol | `0` |
| Number of synthesized register bits | `1024` |
| Layout cells sized above 1 | `0.1056` |
| RD Place Congestion | `0.8901` |
| RSZ-0062 raised after global routing | `no` |
| Adders+Majority by Area | `0` |
| Post-synthesis chip area from yosys | `48790 um^2` |
| Die height | `about 350 um` |
| Cts hold-fix bufs | `0` |
| # resized after CTS | `0` |
| Clock Path Buffers | `3` |
| Cells after synthesis | `3386` |
| Final Hold Violating Endpoints | `0` |
| Synth logic family | `multiplexers` |
| Reg clk slew, reported paths | `about 0.060 ns` |
| Top Layout Cells | `mux2i_1, edfxtp_1, nand3_1, nand2_1` |
| Critical Path End Type | `output port` |
| Worst vdd ir | `0.2324 mV` |
| Post-DP Area | `around 52000 um^2` |
| Post-CTS setup buffer count | `0` |
| Start point of the worst hold path | `write_data[6]` |
| Drt wl/cell | `between 20 and 30 um` |
| Synthesized area | `48790 um^2` |
| Sw Ratio | `0.2265` |
| Mux share | `0.2101` |
| Largest registers | `registers (1024)` |
| HP Class | `in -> reg` |
| Syn Area/Cell | `14.41 um^2` |
| Post-detail-place hpwl | `88310 um` |
| Final Cycle Share | `0.8735` |
| Register area share after synthesis | `0.6303` |
| Arrival time worst endpoint | `4.31 ns` |
| Critical path data required time | `5.12 ns` |
| Pins Over Slew Limit | `0` |
| IO Port Bufs | `112` |
| Detailed Route WL | `~150000 um` |
| Slew at the pin with the worst max-slew slack | `0.9976 ns` |
| Register area | `30750 um^2` |
| CTS tree | `done` |
| # fillers | `10.36k` |
| Root Driver | `clkbuf_16` |
| And+or+nand+nor area frac | `0.04714` |
| Comb gate area | `16780 um^2` |
| Vias per std cell | `between 5 and 6` |
| Fp_density | `0.4051` |
| Fin crit period | `5.590 ns` |
| Drt first pass iters | `5` |
| Largest net degree at the start of global routing | `82` |
| Clock network power share | `0.410` |
| Die x size | `351.2 um` |
| Pwr Density | `269.6 nW/um^2` |
| Total die size | `123400 um^2` |
| Dpl cells | `5038` |
| Crit-path max FO | `28` |
| Global route overflow | `0` |
| Ao+oa area frac | `0.08042` |
| Boundary Pins | `about 110` |
| XOR-XNOR Cells, Area Fraction | `0` |
| Remaining DRCs | `0` |
| Initial antenna violation count | `4` |
-- worst max-delay path, stage by stage --
cell	delay, ns
clkdlybuf4s50_1	0.65
nor2b_4	0.64
buf_4	0.51
a22oi_1	0.17
a31oi_1	0.35
nand3_1	0.22
clkdlybuf4s50_1	0.45
-- area by class of cell --
class,instances,share of cell area
timing repair buffer,293,0.05235
antenna,1,0.00004474
multi-input combinational,2109,0.3000
tap,1612,0.03606
clock buffer,129,0.05011
clock inverter,63,0.01166
sequential,1024,0.5498
-- metrics by stage --
step / util / total power, mW / hold slack [ns] / setup slack, ns
3_3_place_gp: 0.4356 / 9.025 / 2.112 / 0.8904
4_1_cts: 0.4643 / 15.16 / 1.399 / 0.8709
5_1_grt: 0.4643 / 15.50 / 1.435 / 0.7190
2_1_floorplan: - / 8.402 / 1.379 / 2.686
6_report: 0.4643 / 15.08 / 1.431 / 0.8098
3_5_place_dp: 0.4356 / 9.027 / 2.110 / 0.8831
-- cell families after synthesis --
group           after synthesis
buf+inv                     253
simple gates                509
flops                      1024
mux                        1024
compound gates              576
-- cells in the mapped netlist --
library cell  instances  area (um^2)
and2_1                2        12.51
clkbuf_1             86        322.8
a22o_1              128         1121
buf_4                47        352.8
buf_6                45        506.7
or3_1                 1        6.260
a31oi_1              64        400.4
nand3_1             194        970.9
nor3_1               64        320.3
nor2_1               35        131.4
a21oi_1             192        960.9
buf_2                70        350.3
nand3b_1              5        37.54
edfxtp_1           1024        30750
buf_1                 1        3.750
clkbuf_4              4        30.03
nand2b_1              4        25.02
nor2b_1               4        25.02
a22oi_1             192         1441
or2_2                 2        12.51
mux2i_1            1024        10250
nand2_1             195        732.0
or3b_2                3        26.28
-- per-layer routing --
| metal | wire length [um] | vias to the layer above | track usage |
|---|---|---|---|
| met2 | 69490 | 1548 | 0.3894 |
| met4 | 4765 | 6 | 0.06806 |
| met1 | 54890 | 15246 | 0.3329 |
| met5 | 41 | - | 0 |
| met3 | 19680 | 282 | 0.1463 |
| li1 | - | 13697 | - |
-- power groups by stage --
| stage | registers [mW] | clock network [mW] | logic [mW] |
|---|---|---|---|
| after CTS | 7.49 | 6.26 | 1.40 |
| after global routing | 7.50 | 6.51 | 1.49 |
| final | 7.49 | 6.18 | 1.40 |
-- how the worst max path moves through the flow --
| stage | depth (start not counted) | slack [ns] | startpoint | endpoint |
|---|---|---|---|---|
| 6_report | 7 | 0.81 | read_addr1[0] | read_data1[4] |
| 5_1_grt | 7 | 0.72 | read_addr1[0] | read_data1[4] |
| 4_1_cts | 7 | 0.87 | read_addr1[0] | read_data1[4] |
No activity file was given, so power comes from the tool's default toggle rates.
